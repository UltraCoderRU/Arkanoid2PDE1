[design/flow/config.mk]
export PLATFORM = sky130hd
export DESIGN_NAME = Debouncer
export DESIGN_NICKNAME = Debouncer
export VERILOG_FILES = /design/flow/design.v
export SDC_FILE = /design/flow/constraint.sdc
export NUM_CORES = 4
export LEC_CHECK = 1
export CORE_AREA = 10 10 70 70
export DIE_AREA = 0 0 80 80
[design/flow/constraint.sdc]
current_design Debouncer

set clk_period 2.3
set clk_io_pct 0.2

create_clock -name clk0 -period $clk_period [get_ports {clk}]

set non_clock_inputs [all_inputs -no_clocks]
set_input_delay [expr $clk_period * $clk_io_pct] -clock clk0 $non_clock_inputs
set_output_delay [expr $clk_period * $clk_io_pct] -clock clk0 [all_outputs]
[design/flow/design.v]
module Debouncer (noisy, clk, debounced);
input clk;
input noisy;
output reg debounced;
reg [7:0] button_reg;
always @ (posedge clk) 
begin
	button_reg[7:0] <= {button_reg[6:0],noisy};  
	if(button_reg[7:0] == 8'b00000000)
		debounced <= 1'b0;
	else if(button_reg[7:0] == 8'b11111111)
		debounced <= 1'b1;
	else 
		debounced <= debounced;
end
endmodule
[design/flow/run.sh]
#!/bin/bash
# OpenROAD 26Q1-2900-gdf79404cd8, Yosys 0.63+post, stock flow scripts
make -C /OpenROAD-flow-scripts/flow DESIGN_CONFIG=/design/flow/config.mk WORK_HOME=/design/flow/orfs finish
==> run_results.csv <==
group,metric,value,unit
run_status,status,"completed",
placed_design,placed_area,295.3,um2
floorplan,die_area,0.006400,mm2
final_timing,skew,7.247,ps
yosys,ys_cells,15,
global_routing,grt_usage,0.01347,
cts,cts_resized,0,
detailed_routing,ant_nets,0,
finish,fillers,411,
final_timing,rsz0062_at_grt,"no",
flow_run,drv_cap,0,
yosys,synth_warnings,1,
cts,clkLatencyLatePin,260,ps
finish,largest_reg_flops,8,
setup_path,setup.worst_path.end_class,"output port",
final_timing,timing_hold_violations_final,0,
yosys,netlist_area,217.7,um2
final_timing,timing.final.crit_share,0.6754,
setup_path,crit_slowest_cell,"clkdlybuf4s50_1",
power,peakVddDrop,0.0003456,V
setup_path,worstSetupStartpointType,"register",
setup_path,path_max_fanout,2,
setup_path,cp_data_arrival_time,1090,ps
final_timing,max_freq,0.6437,GHz
detailed_routing,first_pass_iters,2,
setup_path,cp_top_family,"buffers and inverters",
finish,layout.cells.most_common,"dfxtp_1",
finish,fin_area,321.6,um2
final_timing,tightest_slew,252.0,ps
final_timing,finalCriticalPeriod,1553,ps
final_timing,slew_headroom,0.8304,
yosys,synth.distinct_cells,5,
finish,postLayoutCoreUtil,0.09414,
cts,ctsLongestPathBuffers,2,
floorplan,io_pins,3,
final_timing,layout_setup_ws,746.5,ps
cts,cts-buffers-inserted,3,
setup_path,r2r_setup_slack,1460,ps
detailed_routing,drcViolationCount,0,
cts,htreeDepth,1,
detailed_routing,drt-initial-drc-count,2,
cts,clockRootBuffer,"clkbuf_4",
global_routing,antenna_found_initial,0,
setup_path,worst_path_largest_cell_delay,500,ps
yosys,ys_chip_area,217.7,um2
cts,path_clk_slew,60,ps
yosys,syn_avg_cell_area,14.51,um2
detailed_routing,antennaDiodeCount,0,
cts,post_cts_buffers,0,
final_timing,final_max_slew_viol_count,0,
flow_run,openroad.warnings,25,
final_timing,final-setup-viol-count,0,
min_path,holdCritPathClass,"register to register",
yosys,ys_ff,9,
floorplan,chipHeight,80,um
floorplan,floorplanUtilization,0.06374,
yosys,postSynthSeqShare,0.8276,
setup_path,path_cells,"clkdlybuf4s50_1",
finish,lay_top_cells,"9 x dfxtp_1, 3 x clkbuf_4, 2 x nand4_1, 2 x nor4_1, 2 x clkdlybuf4s50_1",
cts,clkSinkCount,9,
yosys,syn-instance-count,15,
finish,drive_above_1_share,0.1429,
detailed_routing,wl_per_cell,5.373,um
finish,syn_to_final_growth,47.70,%
global_routing,grt-ovfl-total,0,
placed_design,dp_slack,1019,ps
setup_path,path_buffers,1,
cts,holdBufCountCts,0,
floorplan,core,0.003416,mm2
floorplan,rows,21,
detailed_routing,vias,141,
final_timing,tns,0,ps
placed_design,portBuffers,2,
floorplan,dieWidth,80,um
global_routing,grt_pass1_wl,655,um
cts,tritoncts,"yes",
power,power.leakage,0.1040,nW
global_routing,grt_max_degree,6,
detailed_routing,viasPerCell,2.104,
detailed_routing,wl,360,um
global_routing,first_global_vias,171,
setup_path,worst-setup-path-type,"register to output port",
power,powerDensity,927.8,mW/mm2
setup_path,cp.required,1840,ps
placed_design,gp_congestion,0.5774,
==> worst paths after layout <==
| check | start | to | cells past startpoint |
|---|---|---|---|
| min reg2reg | button_reg[4] | button_reg[5] | 0 |
| max | debounced | debounced | 1 |
| min | button_reg[4] | button_reg[5] | 0 |
| max reg2reg | button_reg[0] | debounced | 2 |
==> cell usage after synthesis <==
cell / instances / share of area
dfxtp_1: 9 / 0.83
nand4_1: 2 / 0.057
nor4_1: 2 / 0.057
a2bb2oi_1: 1 / 0.040
nor2_1: 1 / 0.017
==> layout make-up <==
| cell class | count | area (um2) | share of cell area |
|---|---|---|---|
| flip-flops and latches | 9 | 180.2 | 0.5603 |
| multi-input cells | 6 | 37.54 | 0.1167 |
| repair buffers | 2 | 20.02 | 0.06226 |
| clock buffers | 4 | 26.28 | 0.08171 |
| well taps | 46 | 57.56 | 0.1790 |
==> worst register-to-register path, cell delays in order, from the launching register on <==
cell and delay, ps:
dfxtp_1 320, nor4_1 300, a2bb2oi_1 110
==> cells by family (layout without fill, tap and decap cells) <==
group	Yosys count	count (layout)	share of synthesized area
AND-OR/OR-AND	1	1	0.04024
AND/OR/NAND/NOR	5	5	0.1321
buffers and inverters	0	6	0
flip-flops	9	9	0.8276
==> stage by stage <==
| step | hold WS, ps | cells | power, W |
|---|---|---|---|
| floorplan | 350.5 | 15 | 0.0001766 |
| global placement | 352.9 | 63 | 0.0001849 |
| detailed placement | 361.7 | 63 | 0.0001859 |
| CTS | 366.9 | 67 | 0.0003036 |
| global route | 380.9 | 67 | 0.0003175 |
| finish | 365.2 | 67 | 0.0002983 |
==> per-layer routing <==
metal	track usage	vias to the layer above	share of wire
li1	-	68	-
met1	0.01407	66	0.52
met2	0.01926	7	0.35
met3	0.01364	0	0.13
met4	0.001761	0	0
met5	0	-	0
==> report_power, final <==
group | internal, W | leakage (nW) | total [W] | switching (W)
combinational | 0.00000768 | 0.0132 | 0.00000994 | 0.00000227
clock | 0.0000665 | 0.0150 | 0.000116 | 0.0000492
sequential | 0.000166 | 0.0758 | 0.000173 | 0.00000662
total | 0.000240 | 0.104 | 0.000298 | 0.0000580
Power figures rest on the tool's default switching activity, not on a simulated workload.
